File: run.sh
#!/bin/bash
# OpenROAD 26Q1-2900-gdf79404cd8, Yosys 0.63+post, stock flow scripts
make -C /OpenROAD-flow-scripts/flow DESIGN_CONFIG=/design/flow/config.mk WORK_HOME=/design/flow/orfs finish
File: config.mk
export PLATFORM = sky130hd
export DESIGN_NAME = lockFSM
export DESIGN_NICKNAME = lockFSM
export VERILOG_FILES = /design/flow/design.v
export SDC_FILE = /design/flow/constraint.sdc
export NUM_CORES = 4
export LEC_CHECK = 1
export CORE_AREA = 10 10 85 85
export DIE_AREA = 0 0 95 95
File: constraint.sdc
current_design lockFSM

set clk_period 2.8
set clk_io_pct 0.2

create_clock -name clk0 -period $clk_period [get_ports {i_clk}]

set non_clock_inputs [all_inputs -no_clocks]
set_input_delay [expr $clk_period * $clk_io_pct] -clock clk0 $non_clock_inputs
set_output_delay [expr $clk_period * $clk_io_pct] -clock clk0 [all_outputs]
File: design.v
`timescale 1ns / 1ps
module lockFSM(
input				i_clk,		
input	 [4:0]	Switch,	
output [7:0]	LED			
);	
	parameter	s_idle		= 2'b00;	
	parameter	s_correct	= 2'b01;	
	parameter	s_complete	= 2'b10;	
	parameter	s_codeset	= 2'b11;	
	parameter	on_LED		= 8'hFF;
	parameter	off_LED		= 8'h00;
	reg [1:0]	state			= 2'b11;	
   reg [1:0]	code_index	= 2'b00;	
   reg [7:0] 	code [0:3];				
	reg [7:0]	LED;
always @(posedge i_clk) 				
	begin
	case(state)
		s_codeset :
			begin
				code[0] = 4'hE;			
				code[1] = 4'hD;			
				code[2] = 4'hB;
				code[3] = 4'h7;
				state <= s_idle;
			end
		s_idle :								
			begin
				if (Switch == code[code_index])	
					begin
						state <= s_correct;
					end
				else if (Switch == (4'hF))	
					begin
						state <= s_idle;
					end
				else if (Switch == code[0])	
					begin
						code_index <= 0;
						state <= s_correct;
					end
				else								
					begin
						code_index <= 0;
						state <= s_idle;
						LED <= 8'h00;
					end
			end
		s_correct :							
			begin		
				LED <= LED |	(code_index == 0 ? 8'd4 :
									 code_index == 1 ? 8'd8 :
									 code_index == 2 ? 8'd16 :
									 code_index == 3 ? 8'd32 : LED);
				if (Switch == code[code_index])	
					begin
						state 								<= s_correct;
					end
				else if (Switch == (4'hF))		
					begin
						code_index <= code_index + 1;
						if (code_index < 3)			
							begin
								state <= s_idle;	
							end
						else
							state <= s_complete;
					end
				else if (Switch == code[0])
					begin
						code_index <= 0;
						state <= s_correct;
					end
				else							
					begin
						state <= s_idle;
						code_index <= 0;
					end
			end
		s_complete :					
			begin
				if((Switch == (4'hF))||(Switch == code[3]))
					begin
						LED <= on_LED;	
						state <= s_complete;
					end
				else
					begin	
						state <= s_idle;
						code_index <= 0;
						LED <= off_LED;
					end
			end
		default :
		        state <= s_idle;
	endcase
end 
endmodule
module blink(
input					blink_clk,
input 	[7:0]	 	complete,
output 	[7:0] 	out  
);
	parameter 	PERIOD	= 250000;
	reg			state		= 1'b0;
	parameter	s_on		= 1'b1;
	parameter	s_off		= 1'b0;
	reg	[7:0]	out;
	always @(posedge blink_clk)
		begin
			case (state)
					s_on :
						begin		
							out <= 8'h01;
							repeat (8)
								begin
									out <= out + out;
									if (complete == 8'h00)
										begin
											state <= s_off;
										end
								end
							state <= s_on;
						end
					s_off :
						begin
							out <= 8'h00;
							if (complete)
							begin
								state <= s_on;
							end
						end
				endcase
		end
endmodule
==> run notes <==
The layout summary lists the proportion of cells stronger than drive strength 1 as 9.41%. Once detail routing completed, the nets flagged for antenna violations numbered 0. The die extent in y works out to 95 microns. In this run the horizontal extent of the chip is 95 microns.

The worst hold margin is 0.684 ns, and the number of cell instances on the worst register-to-register path is 6. The period utilization was 77.2%. Gates resized during post-CTS repair numbered 0. Pin placement for this block handled 14 I/O pins.

The longest clock path from root to sink contains 2 buffers. Cells fill 19.0% of the core in the end. Summing all multiplexer cells gives an area fraction of 0%. In this run, synthesis inferred 10 flip-flops with an integrated enable. Per report_power, the clock group accounts for 38.2% of the total. Sequential cells burn 50.3% of the power. For this run, asynchronously set or reset flops after synthesis account for 0%. The run gives 0 as the final count of pins violating max slew. The setup check on the worst reg-to-reg path leaves a slack of 0.82 ns. The cell chosen for the clock root is sky130_fd_sc_hd__clkbuf_8. The tools report the tally of unique sky130hd cells used after synthesis as 26.

Global route summary, busiest routing layer listed as met2. In the power breakdown, the internal column shows 0.000323 W. The synthesized netlist devotes 13.7% of its cell area to compound gates. For this design, the slowest cell found on the critical path is sky130_fd_sc_hd__clkdlybuf4s50_1.

The HPWL after detailed placement was 1.31 mm. After technology mapping, the gate count stands at 69. For this run, the leading register cell type out of synthesis is sky130_fd_sc_hd__edfxtp_1. Before any placement, the netlist area is recorded as 777 sq um. The clock net in this run drives a total of 12 sinks.

The first element of the critical path is Switch[4]. The deepest level of the CTS H-tree was 1. The area fraction in and, or, nand and nor cells was 18.8%. Class of the worst hold path: reg2reg.

Summing the sequential cell areas from Yosys gives 43.8% of the chip area. The sort of element at the start of the critical path is an input pin. The largest single stage delay on the critical path is 0.56 ns. The first detailed-routing pass took 4 iterations. With the number of hold buffers added after cts at 0, the worst-path maximum fanout is 11. The worst setup path category was in2reg. The slew of the pin with the lowest slew margin works out to 0.389 ns. The time the worst path needs with I/O delays and setup is 2.16 ns. After synthesis, the largest family of logic cells by area is simple AND/OR/NAND/NOR gates.

The run gives 0 ns as the sum of negative setup slack. The die covers 9030 sq um. After detailed routing, the number of remaining DRC violations is 0. In this run, the synthesized area fraction spent on adder and majority cells is recorded as 16.1%.

Clock insertion delay at the later pin of the skew report: 0.24 ns. In this run the critical register-to-register path is launched from state[0]$_DFF_P_. Global routing used 4.60% of the available met1 tracks. TritonCTS built the clock tree. Summing the areas of all xor and xnor instances in the mapped netlist gives 4.51% of the synthesized area. The highest clock rate was 0.463 GHz; the worst supply voltage drop on vdd was 0.133 mV.

The total track usage is 3.70%, and the least setup slack across all paths after layout is 0.639 ns. After synthesis, the mean cell area works out to 11.3 sq um. Looking at the reg2reg group, the worst path ends at code_index[0]$_SDFFCE_PN0P_. The routed layout has 528 vias.

For the final database, setup skew stands at 0.00226 ns. Entering global routing, the biggest net connects 12 pins. After clock tree synthesis, the setup repair step added 0 buffers. In the final routed layout, each cell accounts on average for 10.8 microns. The run gives 69 for the count of instantiated cells in the yosys netlist. The endpoint kind of the worst setup timing path was a flip-flop. The yosys-reported design area after synthesis is 777 sq um, and the total antenna diodes in the routed design is 0.

Setup violations remaining at the end of the flow were counted as 0. The placeable core area is 5470 sq um, and the number of failing hold endpoints at the final stage is 0. From synthesis to final layout, the design area changed by 34.0%. The most critical setup path has its endpoint at code_index[0]$_SDFFCE_PN0P_. Setup repair after global routing left no endpoint under its margin.

The number of placement rows was 27. The met3 demand-to-capacity share in global routing was 0.481%. Yosys attributes the largest share of cell area to sky130_fd_sc_hd__edfxtp_1, sky130_fd_sc_hd__ha_1, sky130_fd_sc_hd__a21boi_0. CTS added clock buffers totalling 3. The cell type with the largest total area was sky130_fd_sc_hd__edfxtp_1.

The first-pass GRT wire length came out at 2.68 mm. The flow ran to the end, and the final reports show no timing, DRC or antenna violations. The tools report the startpoint of the tightest hold check path as LED[0]$_DFFE_PP_. For the final non-filler cell total, the log shows 157. The count of state elements after synthesis came out at 12. The synthesis run shows the most used standard cells to be sky130_fd_sc_hd__edfxtp_1, sky130_fd_sc_hd__ha_1, sky130_fd_sc_hd__a21boi_0. Across all checked pins, the minimum headroom to the slew limit is 74.0%. The floorplan step records an initial core utilization of 14.2%. The total wire length came out at 1.70 mm. The logs give a warning total of 33. Power spread over the standard cell area amounts to 392 nW/um^2. Per STA, the worst path is made up of clkdlybuf4s50_1 > or2_1 > or3b_1 > o22ai_1.

The total congestion overflow after global routing was 0. The tools report the first-iteration detailed-routing DRC count as 36. The final estimated routing congestion in global placement is 0.804, and the global-route track usage on met2 is 6.46%. Combinational logic is responsible for 11.5% of the overall power. Max-capacitance violation count: 0. With the via count of the first global-routing pass at 539, the worst endpoint data arrival time is 2.08 ns.

In the routed layout, each cell is associated on average with a via count of 3.36. The share of total power consumed by net switching works out to 20.9%. Initial antenna violation count: 0. The port buffer count is 13. The standby leakage power is 0.380 nW, and the area share of the leading cell type in the synthesized netlist is 38.6%. The tools report the critical path required time as 2.72 ns.

After clock tree synthesis, the clock-pin slew on the worst setup and hold paths is 0.05 ns. Summed over all nets, the switching power comes to 0.0000853 W. Once placement completed, the tool counted placed cells totaling 153. Setup slack on the worst path after placement came out at 0.398 ns.

Yosys printed 2 warnings.
## worst max-delay path, delay by kind of cell
kind	cells	cell delay, ns
AND-OR/OR-AND	1	0.24
buffers and inverters	1	0.56
AND/OR/NAND/NOR	2	0.72
## worst min-delay path by stage
stage	depth (start not counted)	endpoint	slack, ns
finish	2	LED[0]$_DFFE_PP_	0.68
global route	2	LED[7]$_DFFE_PP_	0.72
CTS	2	LED[0]$_DFFE_PP_	0.68
## area by class of cell
cell class                      count  area [sq um]
Clock buffer                        3          41.3
Clock inverter                      1          3.75
Fill cell                         607          4430
Inverter                            4          15.0
Multi-Input combinational cell     51           413
Sequential cell                    12           340
Tap cell                           72          90.1
Timing Repair Buffer               14           138
## kinds of logic (layout without fill, tap and decap cells)
group,count (synthesis),after routing
and+or+nand+nor,21,21
AOI/OAI and AO/OA,16,16
DFF,12,12
adders and majority gates,10,10
buffers and inverters,6,22
xor gates and xnor gates,4,4
## registers in the layout (all words and copies together), names as in the netlist
name / cells
code_index: 2
state: 2
LED: 8
## per-layer routing
| layer | vias up | share of wire, % |
|---|---|---|
| met2 | 6 | 52 |
| li1 | 278 | - |
| met5 | - | 0 |
| met4 | 0 | 2.4 |
| met1 | 242 | 44 |
| met3 | 2 | 1.0 |
## per-stage QoR
stage	instance area, sq um	total power (W)
2_1_floorplan	777	0.000227
3_3_place_gp	996	0.000256
3_5_place_dp	996	0.000257
4_1_cts	1040	0.000415
5_1_grt	1040	0.000430
6_report	1040	0.000408
## cells in the final DEF, fill, tap and decap left out, types with 2 or more instances in the layout
master	instances
sky130_fd_sc_hd__clkdlybuf4s50_1	13
sky130_fd_sc_hd__edfxtp_1	10
sky130_fd_sc_hd__ha_1	10
sky130_fd_sc_hd__a21boi_0	8
sky130_fd_sc_hd__nand2_1	5
sky130_fd_sc_hd__inv_1	4
sky130_fd_sc_hd__o21ai_0	4
sky130_fd_sc_hd__xor2_1	3
sky130_fd_sc_hd__o22ai_1	3
sky130_fd_sc_hd__clkbuf_8	3
sky130_fd_sc_hd__nor2_1	2
sky130_fd_sc_hd__nand3b_1	2
sky130_fd_sc_hd__and2_1	2
sky130_fd_sc_hd__dfxtp_1	2
## power by group through the flow
stage	clock [W]	sequential [W]	combinational, W
finish	0.000156	0.000205	0.0000470
global route	0.000172	0.000206	0.0000522
CTS	0.000161	0.000205	0.0000483
Power and IR drop assume default switching activity.
